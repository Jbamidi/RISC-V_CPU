$ cat /design/flow/run.sh
#!/bin/bash
# OpenROAD 26Q1-2900-gdf79404cd8, Yosys 0.63+post, stock flow scripts
make -C /OpenROAD-flow-scripts/flow DESIGN_CONFIG=/design/flow/config.mk WORK_HOME=/design/flow/orfs finish
$ cat /design/flow/config.mk
export PLATFORM = sky130hd
export DESIGN_NAME = pc_next
export DESIGN_NICKNAME = pc_next
export VERILOG_FILES = /design/flow/design.v
export SDC_FILE = /design/flow/constraint.sdc
export NUM_CORES = 4
export LEC_CHECK = 1
export CORE_UTILIZATION = 50
$ cat /design/flow/constraint.sdc
current_design pc_next

set clk_period 15.8
set clk_io_pct 0.2

create_clock -name clk0 -period $clk_period

set non_clock_inputs [all_inputs -no_clocks]
set_input_delay [expr $clk_period * $clk_io_pct] -clock clk0 $non_clock_inputs
set_output_delay [expr $clk_period * $clk_io_pct] -clock clk0 [all_outputs]
$ cat /design/flow/design.v
module pc_next(input logic [6:0] opcode, input logic [31:0] pc, input logic [31:0] rs1, input logic [31:0] rs2, input logic [31:0] imm_out, 
input logic [2:0] funct3, output logic [31:0] jal_data, output logic [31:0] pc_next, output logic branch_taken);
always_comb begin
    pc_next  = pc + 32'd4;
    jal_data = 32'b0;
    branch_taken = 1'b0;
    unique case(opcode)
        7'b1100011: begin
                    unique case(funct3)
                        3'h0: if (rs1 == rs2) begin
                                    pc_next = pc + imm_out;
                                    branch_taken = 1'b1;
                        end
                        3'h1: if (rs1 != rs2) begin
                                   pc_next = pc + imm_out;
                                   branch_taken = 1'b1;
                        end
                        3'h4:if ($signed(rs1) < $signed(rs2)) begin
                                    pc_next = pc + imm_out;
                                    branch_taken = 1'b1;
                        end
                        3'h5:if ($signed(rs1) >= $signed(rs2)) begin
                                    pc_next = pc + imm_out;
                                    branch_taken = 1'b1;
                        end
                        3'h6:if (rs1 < rs2) begin
                                    pc_next = pc + imm_out;
                                    branch_taken = 1'b1;
                        end
                        3'h7:if (rs1 >= rs2) begin
                                    pc_next = pc + imm_out;
                                    branch_taken = 1'b1;
                        end
                        default: pc_next = pc + 32'd4;
                    endcase
        end
        7'b1101111: begin
            jal_data = pc + 32'd4;
            pc_next = pc + imm_out;
            branch_taken = 1'b1;
        end
        7'b1100111: begin
            jal_data = pc + 32'd4;
            pc_next = (rs1 + imm_out) & ~32'd1;
            branch_taken = 1'b1;
        end
        default: pc_next = pc + 32'd4;
    endcase
end
endmodule
==> ci_impl_report.md <==
### Yosys + OpenROAD results

| Metric | Value |
|---|---|
| Status | `complete, no violations` |
| Synth Warn # | `1` |
| Critical path type | `input port to output port` |
| Max Transition Viols Final | `0` |
| Sequential share of power | `0` |
| FP Util | `0.5124` |
| Gate power share | `1.000` |
| Slew Limit Headroom | `0.3214` |
| Routability cong. | `a little under 1` |
| Crit path top cell by count | `clkdlybuf4s50_1` |
| Die height | `110.2 µm` |
| Iter 0 DRT Violations | `455` |
| Util after Layout | `0.6975` |
| Slew @ Worst Pin | `about 1 ns` |
| Delay-heaviest family, CP | `AND-OR/OR-AND gates` |
| # IOs | `203` |
| Sw power | `0.0001319 W` |
| Flops | `0` |
| Post_cts resized | `0` |
| VDD IR-drop max | `0.00002050 V` |
| Fin area | `0.007964 mm²` |
| Distinct lib cells | `between 70 and 80` |
| Final min period | `10.46 ns` |
| Layout Cells excl Fill | `1185` |
| Reg area | `0 µm²` |
| Layout cells sized above 1 | `0.03167` |
| Unrepaired setup endpoints after global routing | `false` |
| Yosys Instances | `859` |
| Vias in the first global route | `6415` |
| Final Hold Fails | `0` |
| Detail Route Antenna Nets | `0` |
| # setup viols final | `0` |
| I/O Buffers | `203` |
| Crit share post-route | `0.6622` |
| Leak | `3.355 nW` |
| Total gr overflow | `0` |
| Largest net degree at the start of global routing | `34` |
| Syn_area_per_cell | `~6.8 µm²` |
| Synth Area in XOR/XNOR | `0.1330` |
| Switching part of the total | `0.5235` |
| WP buf/inv | `3` |
| Top logic family | `AND-OR/OR-AND gates` |
| CP max FO | `14` |
| Critical Path Source Type | `input port` |
| Register share after synthesis | `0` |
| Synthesized area | `0.005851 mm²` |
| Setup_tns | `0 ns` |
| Mux share | `0.006843` |
| Worst min-delay path category | `input port to output port` |
| Worst Path Required | `~13 ns` |
| Layout clock buffer count | `0` |
| # placed instances | `1185` |
| Post-CTS Setup Bufs | `0` |
| Via Count | `7149` |
| Hold_ws | `7.261 ns` |
| First-pass DRT Iterations | `7` |
| CTS Hold Buffers Added | `0` |
| Adder Area Share | `0.2079` |
| DIE AREA | `0.01214 mm²` |
| Post-DP HPWL | `roughly 17 mm` |
| Clock power share | `0` |
| Int Pwr | `~0.00012 W` |
| First-pass GRT wire length | `31.51 mm` |
| Syn Inst Count | `around 860` |
| Fmax | `95.58 MHz` |
| Post-synthesis simple-gate area fraction | `0.2628` |
| Worst path slowest cell | `o31ai_4` |
| Die width | `about 110 µm` |
| Placed Instance Area | `between 0.007 and 0.008 mm²` |
| OpenROAD warnings | `33` |
| Crit end category | `output port` |
| Initial antenna violation count | `0` |
| Row count | `39` |
| Area reported by Yosys stat | `0.005851 mm²` |
| Max-cap violation count | `0` |
| N_diodes | `0` |
| Via density | `6.033` |
| Remaining DRCs | `0` |
| Worst-path cell chain | `clkdlybuf4s50_1 -> ha_1 -> a21oi_1 -> o21ai_0 -> a211oi_2 -> and2_1 -> nor3_1 -> or3_4 -> o31ai_4 -> buf_4 -> o22a_1 -> o21ai_1 -> clkdlybuf4s50_1` |
| Core ar. | `between 0.01 and 0.015 mm²` |
| AND-OR/OR-AND Cells, Area Fraction | `0.3291` |
| GRT Resource Usage Total | `0.3377` |
| CP peak stage delay | `0.59 ns` |
| Syn-to-layout area delta | `36.12%` |
| Wire per inst | `17.22 µm` |
| Fill count | `1004` |
| Power per cell area | `between 30 and 40 mW/mm²` |
| CP arrival | `between 7 and 8 ns` |
| Wirelength, routed | `20.41 mm` |
-- through the flow --
stage | worst slack [ns] | total power, W
floorplan | 7.194 | 0.0001553
CTS | 5.453 | 0.0002481
finish | 5.337 | 0.0002520
global route | 5.120 | 0.0002770
global placement | 5.460 | 0.0002458
detailed placement | 5.465 | 0.0002469
-- logic make-up after synthesis --
logic type / after synthesis
AOI/OAI and AO/OA: 278
xor gates and xnor gates: 88
muxes: 4
adders and majority gates: 96
and+or+nand+nor: 311
buffers and inverters: 82
-- worst paths after layout --
path / slack, ns / startpoint / to / cells past startpoint
setup / recovery: 5.34 / rs1[27] / pc_next[17] / 13
hold / removal: 7.26 / pc[0] / jal_data[0] / 4
-- tightest hold or removal path, delay by kind of cell --
kind	cells	cell delay, ns
simple gates	1	0.04
buf+inv	3	0.90
-- cell usage after synthesis (all sizes together), types with 6 or more instances --
cell	count	area share
nand2	72	0.047
and2	11	0.012
buf	9	0.013
or3	6	0.0073
a21oi	74	0.064
o22ai	10	0.011
o211ai	11	0.014
a21o	32	0.041
and3	9	0.0096
inv	56	0.036
o21ai	52	0.045
o221ai	19	0.032
xnor2	48	0.073
o31ai	6	0.011
nand3	38	0.033
a211oi	11	0.015
nor4	6	0.0090
o21a	6	0.0090
nor2	86	0.056
ha	94	0.20
clkbuf	17	0.011
nor3	31	0.027
nand4	22	0.026
xor2	40	0.060
nand2b	10	0.011
-- final cells by class --
| cell class | count | area, µm² | area share |
|---|---|---|---|
| Inverter | 56 | 210.2 | 0.02639 |
| Tap cell | 143 | 178.9 | 0.02247 |
| Multi-Input combinational cell | 777 | 5498 | 0.6903 |
| Timing Repair Buffer | 209 | 2077 | 0.2608 |
-- power by group through the flow --
stage / combinational, W / sequential [W] / clock (W)
finish: 0.000252 / 0 / 0
global route: 0.000277 / 0 / 0
CTS: 0.000248 / 0 / 0
-- layout by cell type, fill, tap and decap left out, drive strengths merged, types with 3 or more instances in the layout --
master / instances
o31a: 4
nor3b: 3
xnor2: 48
o221ai: 19
mux2i: 4
and3: 9
nor3: 31
nor2b: 5
a311o: 3
nor2: 86
o31ai: 6
a21oi: 74
o211ai: 11
or3: 6
nor4: 6
buf: 6
nand2: 72
o21bai: 4
a41oi: 4
nand3: 38
a211o: 5
o21a: 6
a21o: 32
a221oi: 3
a31oi: 5
inv: 56
o22ai: 10
o311ai: 4
clkdlybuf4s50: 203
xor2: 40
a2bb2oi: 5
or2: 4
o21ai: 52
and2: 11
a221o: 3
nand2b: 10
ha: 94
nand4: 22
a211oi: 11
-- layer usage --
layer | up-vias | wire (µm) | track usage
met4 | 0 | 404 | 0.07613
met2 | 300 | 8671 | 0.5192
li1 | 3593 | - | -
met3 | 35 | 1974 | 0.07070
met1 | 3221 | 9360 | 0.4833
met5 | - | 0 | 0
Power and IR drop assume default switching activity.
