### design/flow/config.mk
export PLATFORM = sky130hd
export DESIGN_NAME = regfile
export DESIGN_NICKNAME = regfile
export VERILOG_FILES = /design/flow/design.v
export SDC_FILE = /design/flow/constraint.sdc
export NUM_CORES = 4
export LEC_CHECK = 1
export CORE_UTILIZATION = 50
### design/flow/constraint.sdc
current_design regfile

set clk_period 5.9
set clk_io_pct 0.2

create_clock -name clk0 -period $clk_period [get_ports {clk}]

set non_clock_inputs [all_inputs -no_clocks]
set_input_delay [expr $clk_period * $clk_io_pct] -clock clk0 $non_clock_inputs
set_output_delay [expr $clk_period * $clk_io_pct] -clock clk0 [all_outputs]
### design/flow/design.v
module regfile(input logic clk, input logic wenable, input logic [4:0] rs1,input logic [4:0] rs2, 
input logic [4:0] rd, input logic [31:0] wdata, output logic [31:0] rd1, output logic [31:0] rd2);
    logic [31:0] regs [31:0];  
    assign rd1 = (rs1 == 0) ? 32'b0: regs[rs1]; 
    assign rd2 = (rs2 == 0) ? 32'b0: regs[rs2];
    always_ff @(posedge clk)begin
        if(wenable && (rd != 5'd0)) begin
            regs[rd] <= wdata;
        end
    end
endmodule
### design/flow/run.sh
#!/bin/bash
# OpenROAD 26Q1-2900-gdf79404cd8, Yosys 0.63+post, stock flow scripts
make -C /OpenROAD-flow-scripts/flow DESIGN_CONFIG=/design/flow/config.mk WORK_HOME=/design/flow/orfs finish
==> impl_summary.log <==
[flow] summary of implementation run
INFO  metric drt-initial-drc-count = 1,810
INFO  metric crit_arrival = 4120 ps
INFO  metric final_hold_viol_count = 0
INFO  metric fp_util = 50.4%
INFO  metric antenna_left = 0
INFO  metric enable_flop_cells = 1,024
INFO  metric cts.path.max_buffers = 3
INFO  metric detailedPlacementHpwl = 87.4 mm
INFO  metric wire_length_of_the_first_global_routing_pass = 214 mm
INFO  metric wire_per_inst = 36.4 um
INFO  metric hold_path_class = primary input to flop
INFO  metric tritoncts_num_sinks = 1,024
INFO  metric total_leakage_power = 18.0 nW
INFO  metric startpoint_type = primary input
INFO  metric num_io_pins = 113
INFO  metric timing.final.max_slew_violations = 0
INFO  metric worst-slew-pin-transition = 1020 ps
INFO  metric largest_register_ff_count = 1,024
INFO  metric postSynthSeqShare = 64.2%
INFO  metric maximum_number_of_pins_on_one_net_before_global_route_repair = 60
INFO  metric layout.cells.most_common = sky130_fd_sc_hd__edfxtp_1
INFO  metric worst-setup-path-type = primary input to output port
INFO  metric max_freq = 0.189 GHz
INFO  metric ys_cells = 2,564
INFO  metric totalWireLength = 150 mm
INFO  metric crit_required = 4720 ps
INFO  metric layout.area.seq = 0.0307 mm^2
INFO  metric yosysWarnings = 1
INFO  metric aoi_share = 6.09%
INFO  metric cts_tree = yes
INFO  metric grt_pass1_vias = 31,200
INFO  metric initial_antenna_violation_count = 0
INFO  metric biggest_fanout_along_the_worst_timing_path = 40
INFO  metric area.growth.synth_to_final = 14.6%
INFO  metric area_fraction_in_mux_cells = 25.1%
INFO  metric cts_repair_resize_count = 0
INFO  metric cts_htree_levels = 3
INFO  metric grt.total_usage = 35.0%
INFO  metric routed_via_density = 6.81
INFO  metric netlist_area = 0.0479 mm^2
INFO  metric worst_supply_voltage_drop_on_vdd = 0.000262 V
INFO  metric period_used_share = 89.8%
INFO  metric crit_start = rs2[0]
INFO  metric run_status = finished, final reports clean
INFO  metric port_buffers = 112
INFO  metric rsz_0062_raised_after_global_routing = false
INFO  metric chipWidth = 312 um
INFO  metric core_area = 0.0950 mm^2
INFO  metric logic_family = multiplexers
INFO  metric floorplan.die_area = 0.0971 mm^2
INFO  metric floorplan.die.height = 312 um
INFO  metric yosys_area = 0.0479 mm^2
INFO  metric layout.area.comb = 0.0164 mm^2
INFO  metric post-cts-setup-buffer-count = 0
INFO  metric largest_registers = regs: 1024 flops
INFO  metric fin_tns_setup = 0 ps
INFO  metric finalWorstPathRequiredPeriod = 5300 ps
INFO  metric area_share_of_fa_ha_maj_cells_after_synthesis = 0%
INFO  metric grt_remaining_overflow = 0
INFO  metric fillerInstances = 6,868
INFO  metric ys_async_sr_fraction = 0%
INFO  metric worstHoldStart = wdata[12]
INFO  metric synth_xor_xnor_area_share = 0%
INFO  metric ys_seq_elements = 1,024
INFO  metric lay_top_cells = sky130_fd_sc_hd__edfxtp_1 (1,024), sky130_fd_sc_hd__mux2i_1 (320), sky130_fd_sc_hd__mux4_2 (298), sky130_fd_sc_hd__buf_4 (137), sky130_fd_sc_hd__clkbuf_16 (110)
INFO  metric drt_pre_antenna_iters = 7
INFO  metric netlist-cell-type-count = 38
INFO  metric layout_cell_share_with_drive_strength_beyond_1 = 26.5%
INFO  metric yosys_most_used_dff = sky130_fd_sc_hd__edfxtp_1
INFO  metric cts_made_buffers = 107
INFO  metric powerDensity = 298 mW/mm^2
INFO  metric report.final.setup_viol = 0
INFO  metric synthesis.instances = 2,564
INFO  metric maxCapViolCount = 0
INFO  metric post_synth_and_or_nand_nor_area_fraction = 2.17%
INFO  metric cp_capture_type = output port
INFO  metric dr_drc_count = 0
INFO  metric placement_rows = 113
INFO  metric vias_after_detailed_routing = 28,000
INFO  metric fin_hold_ws = 1300 ps
INFO  metric gp_congestion = 0.905
INFO  metric largest_register = regs
INFO  metric cts.root.buffer_cell = sky130_fd_sc_hd__clkbuf_16
INFO  metric syn_avg_cell_area = 18.7 um^2
INFO  metric worst_setup_hold_path_clk_slew = 60 ps
INFO  metric cts_hold_buf = 0
INFO  metric log.warning_count = 26
INFO  metric slew-limit-headroom = 31.9%
-- cells in the mapped netlist (19+ instances only) --
| cell | number | area (um^2) |
|---|---|---|
| sky130_fd_sc_hd__edfxtp_1 | 1024 | 30700 |
| sky130_fd_sc_hd__mux2i_1 | 320 | 3200 |
| sky130_fd_sc_hd__mux4_2 | 298 | 6710 |
| sky130_fd_sc_hd__clkbuf_1 | 98 | 368 |
| sky130_fd_sc_hd__nand2_1 | 83 | 312 |
| sky130_fd_sc_hd__a211oi_1 | 64 | 480 |
| sky130_fd_sc_hd__a22oi_1 | 64 | 480 |
| sky130_fd_sc_hd__mux2_2 | 64 | 721 |
| sky130_fd_sc_hd__o221ai_1 | 64 | 561 |
| sky130_fd_sc_hd__mux4_1 | 54 | 1420 |
| sky130_fd_sc_hd__buf_2 | 51 | 255 |
| sky130_fd_sc_hd__buf_4 | 51 | 383 |
| sky130_fd_sc_hd__o21ai_0 | 51 | 255 |
| sky130_fd_sc_hd__nor2b_1 | 37 | 231 |
| sky130_fd_sc_hd__a221oi_1 | 36 | 315 |
| sky130_fd_sc_hd__nor2_1 | 36 | 135 |
| sky130_fd_sc_hd__a21oi_1 | 32 | 160 |
| sky130_fd_sc_hd__a311oi_1 | 32 | 280 |
| sky130_fd_sc_hd__nand4_1 | 32 | 200 |
| sky130_fd_sc_hd__a221oi_2 | 19 | 285 |
-- power by group --
| part | switching, mW | total (mW) | leakage (nW) | internal, mW |
|---|---|---|---|---|
| combinational | 0.832 | 1.47 | 7.07 | 0.640 |
| sequential | 0.0442 | 8.16 | 9.25 | 8.12 |
| clock | 2.78 | 6.73 | 1.70 | 3.95 |
-- final cells by class --
cell class | instances | area share [%]
flip-flops and latches | 1024 | 56.0
multi-input cells | 1353 | 29.9
clock buffers | 122 | 5.10
repair buffers | 273 | 4.82
well taps | 1265 | 2.88
clock inverters | 72 | 1.27
inverters | 2 | 0.0160
diodes | 1 | 0.00456
-- kinds of logic after synthesis --
group | Yosys count
AOI/OAI and AO/OA | 375
other | 1
muxes | 736
buffers and inverters | 218
DFF | 1024
and+or+nand+nor | 210
-- metrics by stage --
| stage | area, um^2 | total power [mW] | cells | setup WS, ps | utilization [%] |
|---|---|---|---|---|---|
| after global routing | 54900 | 16.8 | 4111 | 519 | 57.8 |
| after global placement | 51400 | 9.75 | 3917 | 595 | 54.1 |
| after floorplan | 48000 | 9.11 | 2595 | 2140 | - |
| final | 54900 | 16.4 | 4112 | 601 | 57.8 |
| after CTS | 54900 | 16.5 | 4111 | 575 | 57.8 |
| after detailed placement | 51400 | 9.77 | 3917 | 604 | 54.1 |
-- per-layer routing --
metal	global-route usage [%]	wire (um)
met1	42.2	45500
met2	47.0	66700
met3	31.6	31400
met4	10.0	5800
met5	5.14	542
-- path summary, 6_finish.rpt --
kind                            to  cells after the start  slack (ps)
worst max-delay path       rd2[16]                      8         600
worst min-delay path  regs[11][12]                      2        1300
-- critical path, stage by stage --
cell and delay, ps:
sky130_fd_sc_hd__buf_8 400, sky130_fd_sc_hd__buf_12 360, sky130_fd_sc_hd__nor2b_4 170, sky130_fd_sc_hd__buf_4 290, sky130_fd_sc_hd__nand2_1 110, sky130_fd_sc_hd__nand4_1 100, sky130_fd_sc_hd__a211oi_1 790, sky130_fd_sc_hd__clkdlybuf4s50_1 610
Power figures rest on the tool's default switching activity, not on a simulated workload.
