$ cat design.v
module id_ex_reg (
    input  logic        clk,
    input  logic        reset,
    input  logic        stall,      
    input  logic        flush,      
    input  logic [31:0] rd1_in,
    input  logic [31:0] rd2_in,
    input  logic [31:0] imm_in,
    input  logic [31:0] pc_plus_4_in,
    input  logic [4:0]  rs1_in,
    input  logic [4:0]  rs2_in,
    input  logic [4:0]  rd_in,
    input  logic [2:0]  funct3_in,
    input  logic [6:0]  funct7_in,
    input  logic [6:0]  opcode_in,
    input  logic        RegWrite_in,
    input  logic        MemRead_in,
    input  logic        MemWrite_in,
    input  logic        MemToReg_in,
    input  logic        ALU_Src_in,
    input  logic        Branch_in,
    input  logic [1:0]  ALU_Op_in,
    input  logic [31:0] instr_in,
    output logic [31:0] rd1_out,
    output logic [31:0] rd2_out,
    output logic [31:0] imm_out,
    output logic [31:0] pc_plus_4_out,
    output logic [4:0]  rs1_out,
    output logic [4:0]  rs2_out,
    output logic [4:0]  rd_out,
    output logic [2:0]  funct3_out,
    output logic [6:0]  funct7_out,
    output logic [6:0]  opcode_out,
    output logic        RegWrite_out,
    output logic        MemRead_out,
    output logic        MemWrite_out,
    output logic        MemToReg_out,
    output logic        ALU_Src_out,
    output logic        Branch_out,
    output logic [1:0]  ALU_Op_out,
    output logic [31:0] instr_out
);
    always_ff @(posedge clk or posedge reset) begin
        if (reset) begin
            rd1_out       <= 32'b0;
            rd2_out       <= 32'b0;
            imm_out       <= 32'b0;
            pc_plus_4_out <= 32'b0;
            rs1_out       <= 5'b0;
            rs2_out       <= 5'b0;
            rd_out        <= 5'b0;
            funct3_out    <= 3'b0;
            funct7_out    <= 7'b0;
            opcode_out    <= 7'b0;
            RegWrite_out  <= 1'b0;
            MemRead_out   <= 1'b0;
            MemWrite_out  <= 1'b0;
            MemToReg_out  <= 1'b0;
            ALU_Src_out   <= 1'b0;
            Branch_out    <= 1'b0;
            ALU_Op_out    <= 2'b0;
            instr_out     <= 32'b0;
        end
        else if (flush) begin
            rd1_out       <= 32'b0;
            rd2_out       <= 32'b0;
            imm_out       <= 32'b0;
            pc_plus_4_out <= 32'b0;
            rs1_out       <= 5'b0;
            rs2_out       <= 5'b0;
            rd_out        <= 5'b0;
            funct3_out    <= 3'b0;
            funct7_out    <= 7'b0;
            opcode_out    <= 7'b0;
            RegWrite_out  <= 1'b0;
            MemRead_out   <= 1'b0;
            MemWrite_out  <= 1'b0;
            MemToReg_out  <= 1'b0;
            ALU_Src_out   <= 1'b0;
            Branch_out    <= 1'b0;
            ALU_Op_out    <= 2'b0;
            instr_out     <= 32'b0;
        end
        else if (!stall) begin
            rd1_out       <= rd1_in;
            rd2_out       <= rd2_in;
            imm_out       <= imm_in;
            pc_plus_4_out <= pc_plus_4_in;
            rs1_out       <= rs1_in;
            rs2_out       <= rs2_in;
            rd_out        <= rd_in;
            funct3_out    <= funct3_in;
            funct7_out    <= funct7_in;
            opcode_out    <= opcode_in;
            RegWrite_out  <= RegWrite_in;
            MemRead_out   <= MemRead_in;
            MemWrite_out  <= MemWrite_in;
            MemToReg_out  <= MemToReg_in;
            ALU_Src_out   <= ALU_Src_in;
            Branch_out    <= Branch_in;
            ALU_Op_out    <= ALU_Op_in;
            instr_out     <= instr_in;
        end
    end
endmodule
$ cat run.sh
#!/bin/bash
# OpenROAD 26Q1-2900-gdf79404cd8, Yosys 0.63+post, stock flow scripts
make -C /OpenROAD-flow-scripts/flow DESIGN_CONFIG=/design/flow/config.mk WORK_HOME=/design/flow/orfs finish
$ cat config.mk
export PLATFORM = sky130hd
export DESIGN_NAME = id_ex_reg
export DESIGN_NICKNAME = id_ex_reg
export VERILOG_FILES = /design/flow/design.v
export SDC_FILE = /design/flow/constraint.sdc
export NUM_CORES = 4
export LEC_CHECK = 1
export CORE_UTILIZATION = 30
$ cat constraint.sdc
current_design id_ex_reg

set clk_period 1.0
set clk_io_pct 0.2

create_clock -name clk0 -period $clk_period [get_ports {clk}]

set non_clock_inputs [all_inputs -no_clocks]
set_input_delay [expr $clk_period * $clk_io_pct] -clock clk0 $non_clock_inputs
set_output_delay [expr $clk_period * $clk_io_pct] -clock clk0 [all_outputs]
==> Slide: Implementation Results <==
Implementation Results

Logic synthesis
  • Cell Type Count: 8
  • Post-synthesis sequential area ratio: 0.6104
  • Avg Cell Area, Syn: 12.71 µm²
  • Number of cells in Yosys stat: 645
  • Post-synth area from yosys stat: 8199 µm²
  • Number of instances in the synthesized netlist: 645
  • Registers, synthesis: 200
  • Total standard cell area after synthesis: 8199 µm²
  • Synth warn: 1

Clock tree
  • Hold-fix buffer count after cts: 0
  • Clock tree from TritonCTS: built
  • Level count of the clock H-tree: 4
  • CTS root buffer: sky130_fd_sc_hd__clkbuf_16
  • Max Root-Sink Buffers: 2
  • Worst-path clk slew: 80 ps
  • Num CTS Buffers: 17
  • Number of sinks driven by the clock tree: 200
  • Clock latency (worst-skew pair): 420 ps

Detailed routing
  • Met3 wire length: 1.435 mm
  • Vias/cell: 4.313
  • Total detailed-routing wirelength: 24.08 mm
  • Post-detailed-route wirelength per cell: 15.95 µm
  • Number of iterations in the first detailed-routing pass: 4
  • Number of antenna repair diodes: 0
  • Count of unresolved DRC violations after routing: 0
  • DRT iter0 DRCs: 244
  • Top Layer Used: met4
  • Vias after detailed routing: 6512
  • Number of antenna-violating nets in the routed design: 0
  • Routed wl met2: 11.56 mm
  • Met1 layer wirelength in the final routing: 10.65 mm

Placed design
  • Detailed placer's ending HPWL: 17.54 mm
  • Count of buffers from port buffering: 403
  • Final weighted congestion of routability-driven global placement: 0.8355

Power
  • Peak supply drop: 0.001060 V
  • Static Leakage: 0.007068 µW
  • Tot Pwr: 18530 µW
  • Power density of the placed cells: 1419 nW/µm²

Layout
  • Top logic cells by instance count in the layout: sky130_fd_sc_hd__clkdlybuf4s50_1 (201), sky130_fd_sc_hd__dfrtp_1 (200), sky130_fd_sc_hd__mux2i_1 (200), sky130_fd_sc_hd__nor2_1 (200), sky130_fd_sc_hd__buf_2 (200)
  • Syn-to-layout area delta: 59.24%
  • Final core area utilization: 0.4858
  • Most common cell after layout, fill and taps aside: sky130_fd_sc_hd__clkdlybuf4s50_1
  • Fraction of layout cells with a size suffix above 1: 0.3122
  • Layout filler cell count: 2423

Critical path
  • R2R cell count: 5
  • Master of the slowest instance on the critical path: sky130_fd_sc_hd__dfrtp_1
  • Endpoint of the most critical register-to-register path: imm_out[6]$_DFFE_PP0P_
  • WP data required: 800 ps
  • Setup crit start kind: register
  • Total stage count of the critical path: 1
  • Register-to-register path setup slack: -20 ps
  • End of the critical path: rd1_out[23]
  • CP peak stage delay: 420 ps
  • Cell-by-cell listing of the critical path: buf_2
  • Top Family by Delay on Critical Path: flip-flops
  • Critical Path Start: rd1_out[23]$_DFFE_PP0P_
  • Arrival time at the worst endpoint: 970 ps
  • Startpoint of the lowest-slack register-to-register path: imm_out[6]$_DFFE_PP0P_
  • Buffers plus inverters on the worst setup path: 1
  • Capturing element type of the critical path: output port
  • Worst Path Class, Setup: register to output port
  • Highest fanout seen on the critical path: 2

Floorplanning
  • Die width: 167.3 µm
  • Initial standard-cell utilization of the core: 0.3051
  • Area of the placeable core: 26880 µm²
  • Count of pins on the block boundary: 404
  • DIE AREA: 28000 µm²
  • Number of standard-cell rows in the floorplan: 60
  • Overall die height: 167.3 µm

Timing
  • Fin. Hold Viols: 0
  • Fin crit share: 1.170
  • Fin worst setup slack: -169.9 ps
  • Clock skew: 0 ps
  • Number of pins exceeding their max-slew limit in the final report: 0
  • Final setup vio count: 202
  • Setup repair after global routing missed its margin: yes
  • Time the worst path needs with I/O delays and setup: 1170 ps
  • Worst slew slack as a fraction of its limit: 0.8372
  • Achievable clock frequency: 854.8 MHz
  • Actual transition at the worst max-transition pin: 244.2 ps

Min path
  • Worst Hold Class: input port to register

Global routing
  • Wire length of the first global-routing pass: 37.44 mm
  • Total global routing overflow: 0
  • Via count of the first global-routing pass: 6634
  • Initial antenna violation count: 0
  • Total GRT Usage: 0.1753
  • Largest net degree at the start of global routing: 35

Flow run
  • Number of warnings the tools reported: 28
  • Max-cap violations: 0

Outcome
  • Violated checks: setup timing
  • Run status: complete, but fails checks
metrics by stage:
step / instance area (µm²) / hold slack, ps / std cells / worst slack (ps) / TNS, ps
after floorplan: 8203 / 353.0 / 645 / -1788 / -357670
after global placement: 13010 / 500.4 / 1414 / -94.18 / -10300
after detailed placement: 13010 / 510.7 / 1414 / -96.87 / -11450
after CTS: 12740 / 88.68 / 1468 / -203.9 / -29570
after global routing: 13060 / 90.07 / 1510 / -212.0 / -33410
final: 13060 / 105.6 / 1510 / -169.9 / -23690
synth_stat cells:
cell type / n / area (µm²)
sky130_fd_sc_hd__dfrtp_1: 200 / 5005
sky130_fd_sc_hd__mux2i_1: 200 / 2002
sky130_fd_sc_hd__nor2_1: 200 / 750.7
sky130_fd_sc_hd__buf_8: 20 / 300.3
sky130_fd_sc_hd__buf_2: 12 / 60.06
sky130_fd_sc_hd__clkbuf_1: 10 / 37.54
sky130_fd_sc_hd__buf_12: 2 / 40.04
sky130_fd_sc_hd__inv_1: 1 / 3.750
area by class of cell:
class	count	area (µm²)	share of cell area
Sequential cell	200	5005	0.3833
Timing Repair Buffer	536	4300	0.3294
Multi-Input combinational cell	400	2753	0.2108
Clock buffer	20	436.7	0.03345
Tap cell	341	426.7	0.03268
Clock inverter	12	127.6	0.009775
Inverter	1	7.507	0.0005750
flip-flops by register name, indices dropped and copies added, names as in the netlist, 7 cells and up:
register and count:
pc_plus_4_out 32, imm_out 32, rd2_out 32, instr_out 32, funct7_out 7, rd1_out 32
opcode_out 7
metal layers:
layer	GRT usage	vias to the layer above
li1	-	3161
met1	0.2553	3114
met2	0.2821	216
met3	0.03996	21
met4	0.02513	0
met5	0	-
kinds of logic (layout without fill, tap and decap cells):
kind of cell,count (synthesis),after routing,synth area share
buffers and inverters,45,569,0.05387
DFF,200,200,0.6104
muxes,200,200,0.2442
and+or+nand+nor,200,200,0.09156
worst min path at each step:
stage,slack (ps),start,cells past startpoint,endpoint
4_1_cts,90,flush,2,rs1_out[4]$_DFFE_PP0P_
5_1_grt,90,flush,2,rd1_out[23]$_DFFE_PP0P_
6_report,110,flush,2,rs1_out[4]$_DFFE_PP0P_
timing repair:
| action | in CTS | in global routing |
|---|---|---|
| gates resized | 641 | 0 |
| setup endpoints to repair | 200 | 200 |
| gates cloned | 0 | 0 |
| setup buffers | 22 | 42 |
power breakdown:
group | internal, µW | switching (µW)
registers | 8530 | 217
logic | 1900 | 1110
clock network | 3350 | 3420
Power figures rest on the tool's default switching activity, not on a simulated workload.
